$ cat ./run.sh
#!/bin/bash
# OpenROAD 26Q1-2900-gdf79404cd8, Yosys 0.63+post, stock flow scripts
make -C /OpenROAD-flow-scripts/flow DESIGN_CONFIG=/design/flow/config.mk WORK_HOME=/design/flow/orfs finish
$ cat ./config.mk
export PLATFORM = sky130hd
export DESIGN_NAME = inc16
export DESIGN_NICKNAME = inc16
export VERILOG_FILES = /design/flow/design.v
export SDC_FILE = /design/flow/constraint.sdc
export NUM_CORES = 4
export LEC_CHECK = 1
export CORE_AREA = 10 10 70 70
export DIE_AREA = 0 0 80 80
export SYNTH_HDL_FRONTEND = slang
$ cat ./constraint.sdc
current_design inc16

set clk_period 4.6
set clk_io_pct 0.2

create_clock -name clk0 -period $clk_period

set non_clock_inputs [all_inputs -no_clocks]
set_input_delay [expr $clk_period * $clk_io_pct] -clock clk0 $non_clock_inputs
set_output_delay [expr $clk_period * $clk_io_pct] -clock clk0 [all_outputs]
$ cat ./design.v
module add16(
    input[15:0] A,
    input[15:0] B,
    output[15:0] out
);
    wire out0, out1, out2, out3, out4, out5, out6, out7, out8, out9, out10, out11, out12, out13, out14, out15;
    full_adder full_adder_0(.A(A[0]), .B(B[0]), .C(1'b0), .sum(out[0]), .carry(out0));
    full_adder full_adder_1(.A(A[1]), .B(B[1]), .C(out0), .sum(out[1]), .carry(out1));
    full_adder full_adder_2(.A(A[2]), .B(B[2]), .C(out1), .sum(out[2]), .carry(out2));
    full_adder full_adder_3(.A(A[3]), .B(B[3]), .C(out2), .sum(out[3]), .carry(out3));
    full_adder full_adder_4(.A(A[4]), .B(B[4]), .C(out3), .sum(out[4]), .carry(out4));
    full_adder full_adder_5(.A(A[5]), .B(B[5]), .C(out4), .sum(out[5]), .carry(out5));
    full_adder full_adder_6(.A(A[6]), .B(B[6]), .C(out5), .sum(out[6]), .carry(out6));
    full_adder full_adder_7(.A(A[7]), .B(B[7]), .C(out6), .sum(out[7]), .carry(out7));
    full_adder full_adder_8(.A(A[8]), .B(B[8]), .C(out7), .sum(out[8]), .carry(out8));
    full_adder full_adder_9(.A(A[9]), .B(B[9]), .C(out8), .sum(out[9]), .carry(out9));
    full_adder full_adder_10(.A(A[10]), .B(B[10]), .C(out9), .sum(out[10]), .carry(out10));
    full_adder full_adder_11(.A(A[11]), .B(B[11]), .C(out10), .sum(out[11]), .carry(out11));
    full_adder full_adder_12(.A(A[12]), .B(B[12]), .C(out11), .sum(out[12]), .carry(out12));
    full_adder full_adder_13(.A(A[13]), .B(B[13]), .C(out12), .sum(out[13]), .carry(out13));
    full_adder full_adder_14(.A(A[14]), .B(B[14]), .C(out13), .sum(out[14]), .carry(out14));
    full_adder full_adder_15(.A(A[15]), .B(B[15]), .C(out14), .sum(out[15]), .carry(out15));
endmodule
module full_adder(
    input A,
    input B,
    input C,
    output carry,
    output sum
);
    wire sum1;
    wire carry1;
    wire carry2;
    half_adder half_adder_1(
        .A(B),
        .B(C),
        .sum(sum1),
        .carry(carry1)
    );
    half_adder half_adder_2(
        .A(A),
        .B(sum1),
        .sum(sum),
        .carry(carry2)
    );
    or or1(carry, carry2, carry1);
endmodule  
module half_adder(
    input A,
    input B,
    output carry,
    output sum
);
    and and1(carry, A, B);
    xor xor1(sum, A, B);
endmodule  
module inc16(
    input[15:0] in,
    output[15:0] out
);
    add16 incrementer(
        .A(in),
        .B(16'b0000000000000001),
        .out(out)
    );
endmodule  
==> notes.md <==
run metrics: PortBufs 32, Routed WL roughly 1.0 mm, Core Util, Final 0.2099, Avg Inst Size Synth between 9 and 10 µm², yosys cell count 32, Final Wtd Congestion ~0.82, Basic Gates by Area 0, Placed Area around 570 µm², DRC 0, combined area of all synthesized cells 307.8 µm², Critical-path top delay cell clkdlybuf4s50_1, Seq/Total Area, Yosys 0, cells along the critical path dlygate4sd2_1, ha_2, ha_4, ha_4, ha_4, ha_4, ha_4, ha_4, ha_4, ha_4, ha_4, ha_4, ha_4, clkdlybuf4s50_1, Max Clock Freq between 0.2 and 0.25 GHz, Routed Antenna Nets 0, CP required approximately 3700 ps, Final setup viols 0, final period utilization 0.9805, Seq cells 0, clock buffers 0, Worst Hold Class in -> out, Hold Path Depth 3, vias per cell a little under 3, area of the die between 6000 and 7000 µm², Synth mux share 0, First DRT Iteration DRCs 0, unrepaired setup endpoints after global routing false, Top cells excl fill/tap 26 x clkdlybuf4s50_1, 13 x ha_4, 3 x dlygate4sd2_1, cell family with most CP delay adder cells, total tool warning count 35, metal2 WL approximately 260 µm, die span in y approximately 80 µm, Congestion Overflow GR 0, number of global-route vias before repair roughly 310, Setup crit end kind output pin, status complete, no violations, Synth area leader ha_1, share of layout cells above drive strength 1 0.3333, Max VDD drop approximately 0.000023 V, largest net degree at the start of global routing 3, Worst path depth 14, crit path DAT 3590 ps, GRT Util Overall 0.02840, Hold Slack roughly 2500 ps, Core Rows 21, total I/O pin count 32, met3 wire length 254 µm, hold_buf cts 0, Yosys Chip Area 307.8 µm², Final HPWL DP 852.7 µm, Most Frequent Cell on Critical Path ha_4, Worst Path Max Fanout 1, largest family of logic cells by area adder cells, Slew Viols, Final 0, FP Core Util 0.09011, Final Hold Vio Count 0, Slew HR 0.9136, Adder Share, Synth 0.5691, initial antenna violation count 0, min cycle time layout ~4500 ps, worst setup path class in -> out, PD cells ~57 nW/µm², CP Buf/Inv Count 2, CP Launch Type input pin, DRT Pass-1 Iters 1, postcts setup bufs 0, most common cell after layout, fill and taps aside clkdlybuf4s50_1, top area contributor share 0.5691, Slew @ Worst Pin between 100 and 150 ps, Leak around 0.25 nW, Tot Pwr slightly above 40 µW, Wirelength per Cell ~11 µm, Die Span X about 80 µm, Cells after Synth 32, max cap viols 0, Synth Warn # 0, Sequential Area 0 µm², global-route wire length before repair 1.469 mm, Fill cells around 370, Max stage delay on crit path ~450 ps, Top cells by area ha_1 57%, buf_4 39%, xor2_1 2.8%, inv_1 1.2%, logic area 349.1 µm², Netlist cell types 4, XORs/XNORs by Area 0.02846, ANT cells 0, final instance area ~720 µm², core area between 3000 and 4000 µm², layout overhead on the synthesized area 132.9%, DR top layer met3, Compound-Gate Fraction of Synth Area 0, WL met1 between 400 and 500 µm, via count 271
-- kinds of logic after synthesis --
kind of cell / Yosys count
xor gates and xnor gates: 1
buffers and inverters: 17
adders and majority gates: 14
-- stage by stage --
step | setup slack, ps | setup TNS (ps) | cells
2_1_floorplan | 87.40 | 0 | 32
3_3_place_gp | -819.0 | -2769 | 94
3_5_place_dp | -864.4 | -2889 | 94
4_1_cts | 4.385 | 0 | 94
5_1_grt | 6.398 | 0 | 94
6_report | 89.89 | 0 | 94
-- routing by layer --
metal / global-route usage / vias up
met1: 0.03823 / 115
met2: 0.02970 / 31
li1: - / 125
met5: 0 / -
met4: 0 / 0
met3: 0.03182 / 0
-- cell usage after synthesis --
library cell	count
inv_1	1
xor2_1	1
ha_1	14
buf_4	16
-- where the power goes --
part	total [mW]	switching, mW	internal [mW]
clock	0	0	0
combinational	0.0408	0.0106	0.0302
sequential	0	0	0
total	0.0408	0.0106	0.0302
-- cell type report --
type | instances | area share
inverters | 1 | 0.005236
multi-input cells | 15 | 0.4869
well taps | 46 | 0.08028
repair buffers | 32 | 0.4276
-- tightest hold or removal path: stages --
cell and delay (ps):
clkdlybuf4s15_1 180, inv_1 40, clkdlybuf4s50_1 410
-- path summary, 6_finish.rpt --
path / slack, ps / endpoint / from
min: 2480 / out[0] / in[0]
max: 90 / out[12] / in[1]
-- repair_timing --
item                       CTS  global route
resized                     35             2
setup endpoints to repair    6             2
pin swaps                   12             6
Power is estimated from default activity; no workload was simulated.
