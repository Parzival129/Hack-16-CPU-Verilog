==> flow/design.v <==
module ALU(
    input[15:0] X,
    input[15:0] Y,
    input zx,
    input nx,
    input f,
    input no,
    input zy,
    input ny,
    output[15:0] out,
    output zr,
    output ng 
);
    wire[15:0] mux1Out;
    wire[15:0] mux2Out;
    wire[15:0] zeroX;
    wire[15:0] workingX;
    wire[15:0] zeroY;
    wire[15:0] workingY;
    mux16 mux1 (.A(X), .B(16'b0), .sel(zx), .out(mux1Out));
    mux16 mux2 (.A(Y), .B(16'b0), .sel(zy), .out(mux2Out));
    not notX[15:0] (zeroX, mux1Out);
    mux16 mux3 (.A(mux1Out), .B(zeroX), .sel(nx), .out(workingX));
    not notY[15:0] (zeroY, mux2Out);
    mux16 mux4 (.A(mux2Out), .B(zeroY), .sel(ny), .out(workingY));
    wire[15:0] andOut;
    wire[15:0] addOut;
    wire[15:0] mux5Out;
    wire[15:0] not1Out;
    wire[15:0] finalMuxOut;
    and and1[15:0] (andOut, workingX, workingY);
    add16 add16_1 (.A(workingX), .B(workingY), .out(addOut));
    mux16 mux5 (.A(andOut), .B(addOut), .sel(f), .out(mux5Out));
    not not1[15:0] (not1Out, mux5Out);
    mux16 mux6 (.A(mux5Out), .B(not1Out), .sel(no), .out(finalMuxOut));
    assign zr = ~|finalMuxOut;
    assign out = finalMuxOut;
    assign ng = finalMuxOut[15];
endmodule
module add16(
    input[15:0] A,
    input[15:0] B,
    output[15:0] out
);
    wire out0, out1, out2, out3, out4, out5, out6, out7, out8, out9, out10, out11, out12, out13, out14, out15;
    full_adder full_adder_0(.A(A[0]), .B(B[0]), .C(1'b0), .sum(out[0]), .carry(out0));
    full_adder full_adder_1(.A(A[1]), .B(B[1]), .C(out0), .sum(out[1]), .carry(out1));
    full_adder full_adder_2(.A(A[2]), .B(B[2]), .C(out1), .sum(out[2]), .carry(out2));
    full_adder full_adder_3(.A(A[3]), .B(B[3]), .C(out2), .sum(out[3]), .carry(out3));
    full_adder full_adder_4(.A(A[4]), .B(B[4]), .C(out3), .sum(out[4]), .carry(out4));
    full_adder full_adder_5(.A(A[5]), .B(B[5]), .C(out4), .sum(out[5]), .carry(out5));
    full_adder full_adder_6(.A(A[6]), .B(B[6]), .C(out5), .sum(out[6]), .carry(out6));
    full_adder full_adder_7(.A(A[7]), .B(B[7]), .C(out6), .sum(out[7]), .carry(out7));
    full_adder full_adder_8(.A(A[8]), .B(B[8]), .C(out7), .sum(out[8]), .carry(out8));
    full_adder full_adder_9(.A(A[9]), .B(B[9]), .C(out8), .sum(out[9]), .carry(out9));
    full_adder full_adder_10(.A(A[10]), .B(B[10]), .C(out9), .sum(out[10]), .carry(out10));
    full_adder full_adder_11(.A(A[11]), .B(B[11]), .C(out10), .sum(out[11]), .carry(out11));
    full_adder full_adder_12(.A(A[12]), .B(B[12]), .C(out11), .sum(out[12]), .carry(out12));
    full_adder full_adder_13(.A(A[13]), .B(B[13]), .C(out12), .sum(out[13]), .carry(out13));
    full_adder full_adder_14(.A(A[14]), .B(B[14]), .C(out13), .sum(out[14]), .carry(out14));
    full_adder full_adder_15(.A(A[15]), .B(B[15]), .C(out14), .sum(out[15]), .carry(out15));
endmodule
module full_adder(
    input A,
    input B,
    input C,
    output carry,
    output sum
);
    wire sum1;
    wire carry1;
    wire carry2;
    half_adder half_adder_1(
        .A(B),
        .B(C),
        .sum(sum1),
        .carry(carry1)
    );
    half_adder half_adder_2(
        .A(A),
        .B(sum1),
        .sum(sum),
        .carry(carry2)
    );
    or or1(carry, carry2, carry1);
endmodule  
module half_adder(
    input A,
    input B,
    output carry,
    output sum
);
    and and1(carry, A, B);
    xor xor1(sum, A, B);
endmodule  
module mux16(
    input[15:0] A,
    input[15:0] B,
    input sel,
    output[15:0] out
);
    assign out = sel ? B : A;
endmodule
module pc (
    input wire clk,           
    input wire rst,        
    input wire load,    
    input wire inc,      
    input wire [14:0] in,
    output reg [14:0] out  
);
    always @(posedge clk or posedge rst) begin
        if (rst) begin
            out <= 15'h0000;
        end 
        else if (load) begin
            out <= in;
        end 
        else if (inc) begin
            out <= out + 15'd1;
        end
    end
endmodule
module register16 (
    input wire clk,         
    input wire rst,    
    input wire load,      
    input wire [15:0] in,   
    output reg [15:0] out   
);
    always @(posedge clk or posedge rst) begin
        if (rst) begin
            out <= 16'b0;
        end 
        else if (load) begin
            out <= in;
        end
    end
endmodule
module CPU16(
    input[15:0] instruction,
    input[15:0] inM,
    input clk,
    input rst,
    output[15:0] outM,
    output[14:0] addressM,
    output[14:0] pc,
    output writeM
);
    wire ALoad;
    wire[15:0] ARegisterOut;
    wire DLoad;
    wire[15:0] DRegisterOut;
    wire[15:0] ARegisterIn;
    register16 registerA(.in(ARegisterIn), .clk(clk), .rst(1'b0), 
        .load(ALoad), .out(ARegisterOut));
    register16 registerD(.in(ALUOut), .clk(clk), .rst(1'b0), 
        .load(DLoad), .out(DRegisterOut));
    wire[15:0] ALUY;
    wire[15:0] ALUOut;
    wire Zero;
    wire Negative;
    mux16 mux16_1(.A(ARegisterOut), .B(inM), .sel(instruction[12]), .out(ALUY));
    ALU alu16(
        .X(DRegisterOut),
        .Y(ALUY),
        .zx(instruction[11]),
        .nx(instruction[10]),
        .zy(instruction[9]),
        .ny(instruction[8]),
        .f(instruction[7]),
        .no(instruction[6]),
        .out(ALUOut),
        .zr(Zero),
        .ng(Negative)
        );
    wire[15:0] ARegisterALUIn;
    wire NotX;
    wire tmp1;
    wire writeMOut;
    wire tmp3;
    mux16 mux16_2(.A(16'b0), .B(ALUOut), .sel(instruction[5]), .out(ARegisterALUIn));
    mux16 mux16_3(.A(instruction), .B(ARegisterALUIn), .sel(instruction[15]), .out(ARegisterIn));
    not notX(NotX, instruction[15]);
    or or1(ALoad, instruction[5], NotX);
    and and0(DLoad, instruction[4], instruction[15]);
    and and1(writeMOut, instruction[3], instruction[15]);
    assign addressM = ARegisterOut;
    assign writeM = writeMOut;
    mux16 mux16_4(.A(16'b0), .B(ALUOut), .sel(writeMOut), .out(outM));
    wire NotZero, NotNegative, Greater, NotGreater;
    wire GreaterOrZero, LesserOrZero, GreaterOrLesser;
    assign Greater = ~Zero & ~Negative;
    assign Equal = Zero;
    assign Lesser = Negative;
    assign NotZero = ~Zero;
    assign NotNegative = ~Negative;
    assign NotGreater = ~Greater;
    assign GreaterOrZero = Greater | Zero;
    assign LesserOrZero = Negative | Zero;
    assign GreaterOrLesser = Greater | Negative;
    wire MustGreaterEqual;  
    wire MustLesserEqual;   
    wire MustNotEqual;      
    wire MustGreater;       
    wire MustEqual;         
    wire MustLesser;        
    wire NoJump;            
    wire lesser1, greater1, equal1;
    wire not2, not1, not3, not4, not5, not6;
    wire check1, check2, check3;
    wire Andx, Andy, Andz;
    wire j0, j1, j2, oneCheck;
    not(lesser1, instruction[2]);
    and(check1, instruction[1], instruction[0]);
    and(MustGreaterEqual, check1, lesser1);
    not(greater1, instruction[0]);
    and(check2, instruction[2], instruction[1]);
    and(MustLesserEqual, check2, greater1);
    not(equal1, instruction[1]);
    and(check3, instruction[0], instruction[2]);
    and(MustNotEqual, check3, equal1);
    not(not2, instruction[2]);
    not(not1, instruction[1]);
    and(Andx, not2, not1);
    and(MustGreater, Andx, instruction[0]);
    not(not3, instruction[2]);
    not(not4, instruction[0]);
    and(Andy, not3, not4);
    and(MustEqual, Andy, instruction[1]);
    not(not5, instruction[0]);
    not(not6, instruction[1]);
    and(Andz, not5, not6);
    and(MustLesser, Andz, instruction[2]);
    not(j0, instruction[0]);
    not(j1, instruction[1]);
    not(j2, instruction[2]);
    and(oneCheck, j0, j1);
    and(NoJump, oneCheck, j2);
    wire Mux1, Mux2, Mux3, Mux4, Mux5, Mux6;
    wire And1, And2, And3, And4;
    wire PrePC, NotPrePC, FinalPrePC;
    assign Mux1 = MustGreaterEqual ? GreaterOrZero : 1'b1;
    assign Mux2 = MustLesserEqual ? LesserOrZero : 1'b1;
    assign Mux3 = MustNotEqual ? GreaterOrLesser : 1'b1;
    assign Mux4 = MustGreater ? Greater : 1'b1;
    assign Mux5 = MustEqual ? Zero : 1'b1;
    assign Mux6 = MustLesser ? Negative : 1'b1;
    and(And1, Mux1, Mux2);
    and(And2, Mux3, Mux4);
    and(And3, Mux5, Mux6);
    and(And4, And1, And2);
    and(PrePC, And4, And3);
    not(NotPrePC, PrePC);
    assign FinalPrePC = NoJump ? NotPrePC : PrePC;
    and(PCLoad, instruction[15], FinalPrePC);
    pc pc1(.in(ARegisterOut[14:0]), .clk(clk), .load(PCLoad), .inc(1'b1), .rst(rst), .out(pc));
endmodule
==> flow/run.sh <==
#!/bin/bash
# OpenROAD 26Q1-2900-gdf79404cd8, Yosys 0.63+post, stock flow scripts
make -C /OpenROAD-flow-scripts/flow DESIGN_CONFIG=/design/flow/config.mk WORK_HOME=/design/flow/orfs finish
==> flow/config.mk <==
export PLATFORM = sky130hd
export DESIGN_NAME = CPU16
export DESIGN_NICKNAME = CPU16
export VERILOG_FILES = /design/flow/design.v
export SDC_FILE = /design/flow/constraint.sdc
export NUM_CORES = 4
export LEC_CHECK = 1
export CORE_UTILIZATION = 40
export SYNTH_HDL_FRONTEND = slang
==> flow/constraint.sdc <==
current_design CPU16

set clk_period 17.8
set clk_io_pct 0.2

create_clock -name clk0 -period $clk_period [get_ports {clk}]

set non_clock_inputs [all_inputs -no_clocks]
set_input_delay [expr $clk_period * $clk_io_pct] -clock clk0 $non_clock_inputs
set_output_delay [expr $clk_period * $clk_io_pct] -clock clk0 [all_outputs]
==> impl_metrics.csv <==
group,metric,value,unit
outcome,status,"complete, no violations",
logic_synthesis,synth.most_common_cell,"xnor2_1",
setup_path,arrival,11.60,ns
clock_network,ctsResizeCount,0,
floorplan,die_w,105,um
drt,wirelength,11900,um
final_timing,finalMaxSlewViolations,0,
final_layout,fillers,958,
final_timing,fin_skew,0.0100,ns
drt,n_antenna_cell,0,
place,post-place-ws,2.68,ns
logic_synthesis,synthFlopType,"edfxtp_1",
logic_synthesis,yosysWarnings,0,
final_timing,worstMarginPinSlew,0.854,ns
power,leakage,1.89,nW
logic_synthesis,seq_area_frac_synth,0.317,
place,place_congestion,0.889,
power,cellPowerDensity,92.1,nW/um^2
logic_synthesis,top_area_cell,"edfxtp_1",
global_routing,track_usage,0.235,
clock_network,cts_inserted_buffers,5,
hold_path,min_path_type,"register to register",
logic_synthesis,avgSynthCellArea,9.44,um^2
drt,antenna_left,0,
logic_synthesis,edf_count,32,
flow_run,tool_warnings,25,
final_timing,hold_violations,0,
global_routing,busiest_layer,"met1",
setup_path,critPathCaptureType,"output pin",
flow_run,cap_violations,0,
final_timing,fin_ws,2.64,ns
final_timing,timing.fmax,66.0,MHz
global_routing,grt_use_met1,0.359,
global_routing,grt_first_pass_wirelength,19100,um
final_layout,syn2layout_area_growth,21.5,%
logic_synthesis,synth_chip_area,4210,um^2
clock_network,cts_tree,"done",
clock_network,clkTransAtPathRegs,0.09,ns
setup_path,critPathLaunchType,"input port",
place,io_buffer_count,80,
final_timing,hold_slack,0.555,ns
final_layout,final_layout_size_suffix_gt1_frac,0.109,
drt,wl_per_cell,18.6,um
place,dp_hpwl,8740,um
logic_synthesis,synthArstFlopShare,0.319,
logic_synthesis,synth_flop_count,47,
floorplan,fp_util,0.410,
floorplan,dieArea,10900,um^2
drt,vias,3468,
clock_network,clock_latency,0.30,ns
logic_synthesis,ys_cells,446,
final_layout,post-route-cell-area,5110,um^2
final_timing,setup_violations,0,
floorplan,io_pins,81,
final_timing,min_period,15.16,ns
logic_synthesis,ys_types,40,
final_layout,final_util,0.498,
logic_synthesis,synthCells,446,
logic_synthesis,synthTopCellsByCount,"46 x xnor2_1, 38 x nor2_1, 35 x inv_1",
final_timing,setup-tns-final,0,ns
clock_network,cts_buffer_depth,2,
clock_network,post_cts_buffers,0,
drt,first_pass_iters,4,
drt,first_iter_violations,238,
setup_path,worstPathRequired,14.24,ns
global_routing,antenna_found_initial,0,
power,ir_drop,65.9,uV
global_routing,met3_usage,0.0737,
logic_synthesis,netlist_area,4210,um^2
logic_synthesis,synth_top_area_share,0.228,
clock_network,hold_buffers,0,
floorplan,coreArea,10300,um^2
setup_path,critPathKind,"input port to output pin",
final_timing,finalCritPeriodShare,0.852,
global_routing,grt_max_degree,46,
clock_network,root_buffer,"clkbuf_8",
global_routing,use_met2,0.347,
global_routing,grt-ovfl-total,0,
clock_network,h-tree-depth,2,
floorplan,chipHeight,105,um
setup_path,crit_fanout,17,
global_routing,grt_pass1_vias,3425,
drt,remaining_drc_errors,0,
drt,routed_via_density,5.42,
logic_synthesis,synth.area.top_cells,"edfxtp_1 23%, xnor2_1 9.6%, dfrtp_1 8.9%",
clock_network,numClockSinks,47,
floorplan,row_count,37,
final_timing,slew_headroom,0.426,
place,place_area,4990,um^2
final_timing,rsz0062_at_grt,"false",
[layout by cell type, fill, tap and decap left out, types with 8 or more instances in the layout]
master / count
edfxtp_1: 32
nor3_2: 12
dfrtp_1: 15
o22ai_1: 14
or3b_2: 12
nand3_1: 27
mux2i_1: 19
or2_1: 14
xnor2_1: 46
fa_1: 14
nand4_1: 8
nor2_1: 38
o311ai_0: 14
nor2b_1: 16
inv_1: 35
nor3_1: 32
buf_4: 13
a221o_1: 14
clkdlybuf4s50_1: 80
[layout make-up]
type | instances | area [um^2] | area share
clock inverters | 2 | 38.8 | 0.00758
well taps | 136 | 170 | 0.0333
inverters | 36 | 135 | 0.0264
multi-input cells | 320 | 2450 | 0.480
flip-flops and latches | 47 | 1340 | 0.261
clock buffers | 6 | 82.6 | 0.0161
repair buffers | 93 | 898 | 0.176
[metrics by stage]
stage                     cells  power (mW)
after floorplan             446       0.296
after global placement      632       0.387
after detailed placement    632       0.387
after CTS                   640       0.473
after global routing        640       0.504
final                       640       0.471
[power breakdown]
| part | internal (mW) | leakage [nW] | total [mW] | switching, mW |
|---|---|---|---|---|
| clock | 0.0463 | 0.0618 | 0.0840 | 0.0378 |
| sequential | 0.144 | 0.506 | 0.169 | 0.0248 |
| combinational | 0.118 | 1.32 | 0.218 | 0.100 |
| total | 0.308 | 1.89 | 0.471 | 0.163 |
[worst paths after layout]
kind / startpoint / to / slack (ns) / cells after the start
max: instruction[12] / outM[14] / 2.64 / 27
min: registerA.out[13] / pc1.out[13] / 0.56 / 1
max reg2reg: registerA.out[0] / pc1.out[4] / 8.33 / 28
min reg2reg: registerA.out[13] / pc1.out[13] / 0.56 / 1
max in group asynchronous: rst / pc1.out[6] / 13.76 / 2
min in group asynchronous: rst / pc1.out[11] / 3.62 / 2
[worst max-delay path, stage by stage]
cell,delay [ns]
clkdlybuf4s50_1,0.45
buf_4,0.28
mux2i_1,0.23
nor2_1,0.07
xnor2_1,0.15
ha_1,0.22
fa_1,0.21
fa_1,0.18
inv_1,0.05
fa_1,0.37
fa_1,0.39
fa_1,0.40
fa_1,0.41
fa_1,0.39
fa_1,0.39
fa_1,0.39
fa_1,0.38
fa_1,0.38
fa_1,0.38
fa_1,0.42
fa_1,0.46
or3b_2,0.44
o311ai_0,0.12
a221o_1,0.18
nor3_2,0.07
nor2_1,0.12
clkdlybuf4s50_1,0.48
[routing by layer]
layer / routed length (um) / up-vias / part of all wire
met4: 162 / 0 / 0.014
met3: 1050 / 8 / 0.088
met5: 0 / - / 0
met2: 5340 / 127 / 0.45
li1: - / 1687 / -
met1: 5360 / 1646 / 0.45
[state kept, by name, indices dropped and copies added, names as in the netlist]
signal and cells:
pc1.out 15, registerA.out 16, registerD.out 16
[logic make-up (layout without fill, tap and decap cells)]
kind of cell             after synthesis  after routing  share of synthesized area
AND-OR/OR-AND                         52             52                     0.0996
multiplexers                          28             28                     0.0728
adder cells (fa/ha/maj)               16             16                     0.0725
XOR/XNOR                              47             47                     0.0978
AND/OR/NAND/NOR                      177            177                      0.240
buffers and inverters                 79            137                     0.0996
flip-flops                            47             47                      0.317
No activity file was given, so power comes from the tool's default toggle rates.
